### design/flow/run.sh
#!/bin/bash
# OpenROAD 26Q1-2900-gdf79404cd8, Yosys 0.63+post, stock flow scripts
make -C /OpenROAD-flow-scripts/flow DESIGN_CONFIG=/design/flow/config.mk WORK_HOME=/design/flow/orfs finish
### design/flow/config.mk
export PLATFORM = sky130hd
export DESIGN_NAME = seg7driver
export DESIGN_NICKNAME = seg7driver
export VERILOG_FILES = /design/flow/design.v
export SDC_FILE = /design/flow/constraint.sdc
export NUM_CORES = 4
export LEC_CHECK = 1
export CORE_UTILIZATION = 40
### design/flow/constraint.sdc
current_design seg7driver

set clk_period 7.1
set clk_io_pct 0.2

create_clock -name clk0 -period $clk_period [get_ports {nexysCLK}]

set non_clock_inputs [all_inputs -no_clocks]
set_input_delay [expr $clk_period * $clk_io_pct] -clock clk0 $non_clock_inputs
set_output_delay [expr $clk_period * $clk_io_pct] -clock clk0 [all_outputs]
### design/flow/design.v
    `timescale 1ns / 1ps
    module seg7driver(
        input [3:0] digit1,
        input [3:0] digit2, 
        output reg [6:0] Cnode,
        output dp,
        output reg [7:0] AN,
        input nexysCLK,  
        output reg divided_clk = 0  
        );
        reg [3:0] singledigit =0; 
        reg [1:0] refreshcounter = 0;
        localparam div_value = 25000;
        integer counter_value = 0;
        always @(posedge nexysCLK) 
        begin
            if (counter_value == div_value)   
                counter_value <= 0;  
            else
                counter_value <= counter_value + 1;
        end
        always @(posedge nexysCLK)
        begin
            if (counter_value == div_value)
                divided_clk <= ~divided_clk;  
            else
                divided_clk <= divided_clk;  
        end
        always @(posedge divided_clk)
        begin
            refreshcounter <= refreshcounter + 1;
        end
        always @(refreshcounter)
            begin 
                case(refreshcounter)
                    2'b00: singledigit = digit1;     
                    2'b01: singledigit = digit2;     
                endcase
            end
        always @(refreshcounter)
        begin
            case(refreshcounter)
                2'b00: AN = 8'b11111110;      
                2'b01: AN = 8'b11111101;      
                default: AN = 8'bZZZZZZZZ; 
            endcase 
        end
        assign dp = 1'b1;
        always@(singledigit)
            begin
                case (singledigit)
                    4'd0: Cnode<= 7'b0000001; 
                    4'd1: Cnode<= 7'b1001111; 
                    4'd2: Cnode<= 7'b0010010; 
                    4'd3: Cnode<= 7'b0000110; 
                    4'd4: Cnode<= 7'b1001100; 
                    4'd5: Cnode<= 7'b0100100; 
                    4'd6: Cnode<= 7'b0100000; 
                    4'd7: Cnode<= 7'b0001111; 
                    4'd8: Cnode<= 7'b0000000; 
                    4'd9: Cnode<= 7'b0000100; 
                    4'd10:Cnode<= 7'b0001000; 
                    4'd11:Cnode<= 7'b1100000; 
                    4'd12:Cnode<= 7'b0110001; 
                    4'd13:Cnode<= 7'b1000010; 
                    4'd14:Cnode<= 7'b0110000; 
                    4'd15:Cnode<= 7'b0111000; 
                endcase
            end
    endmodule
==> Changelog: implementation <==
## Flow update

- Chip Width: 71.29 microns
- Area grow syn2layout: 15.05%
- Clock power share: 41.8%
- Hpwl dp: 2356 microns
- Cts repair resizes: 0
- Row count: 24
- DRC viols: 0
- Internal power: 258.2 uW
- Flip-flops with a built-in enable: 1
- Slew HR: 64.56%
- Tot GR Track Use: 13.31%
- Root buffer cell: clkbuf_8
- Number of global-route vias before repair: 1203
- Most common reg cell: dfxtp_1
- Slew @ Worst Pin: 529.6 ps
- Max Root-Sink Buffers: 2
- Area leader share: 35.44%
- Fin area: 2210 sq um
- Number of DRC markers in iteration 0: 56
- Hold path endpoint: counter_value[31]
- WL/cell: 11.74 microns
- Final Hold Vio Count: 0
- CP max FO: 4
- Setup bufs post-CTS: 0
- Max-Cap Viols: 0
- # port buffers: 18
- Maximum vdd drop: 0.0001012 V
- TNS Setup: 0 ps
- ANT cells: 0
- Wl on met1: 1618 microns
- Crit. path cell count: 1
- Initial Util: 42.93%
- Hold Crit Class: flop to flop
- # hold bufs at CTS: 0
- Reg power frac: 56.6%
- Post-synthesis area per instance: 9.651 sq um
- Die area: 5082 sq um
- I/O pins: 26
- WP data required: 5680 ps
- Number of register pins that no clock reaches: 6
- Slew Limit Fails: 0
- Die Span Y: 71.29 microns
- Pwr dens: 148.9 nW/um^2
- Cells after DPL: 265
- Pre-antenna DRT Iters: 19
- Yosys cell count: 199
- Buffers plus inverters on the worst setup path: 1
- Initial antenna violation count: 0
- Final Routed Wirelength: 3206 microns
- Pin count of the biggest net entering global routing: 14
- Top cells by count: dfxtp_1 (34), xnor2_1 (23), nor2_1 (16)
- WHS: 471.7 ps
- Routability congestion estimate: 0.8563
- Net Sw Power: 70.77 uW
- Via count: 1379
- Placement Setup Slack: 4849 ps
- Crit Path Class: flop to output pin
- Nature of the critical path startpoint: flop
- RSZ-0062 raised after global routing: no
- Sw Ratio: 21.51%
- Clk pin slew, worst setup/hold paths: 70 ps
- Endpoints left unconstrained: 15
- Worst R2R Path Depth: 5
- Static Leakage: 0.8440 nW
- Final ANT Viol Nets: 0
- Register bit count reported by yosys: 39
- Met3 Routed Length: 110 microns
- OpenROAD warnings: 32
- Worst endpoint data arrival time: 1120 ps
- Synth Cell Area: 1921 sq um
- Status: complete, no violations
- Worst path slowest cell: clkdlybuf4s50_1
- Clk latency late pin: 290 ps
- Hold Crit Start: counter_value[31]
- Ys async rst share: 0%
- Top Metal Used: met4
- Cells after Synth: 199
- Yosys warnings: 2
- Setup Viol. Count Final: 0
- Placed cell area: 2123 sq um
- Metal2 WL: 1411 microns
- CTS HTree Levels: 2
- Num CTS Buffers: 5
- Avg Vias per Cell: 5.051
- CTS tree: built
- Distinct cells, synth: 40
- Remaining global-route overflow: 0
- Largest stage delay, worst path: 470 ps
- Setup crit end kind: output pin
- Top cells, area: dfxtp_1 (35%), xnor2_1 (10%), ha_1 (6.5%)
- Setup Skew: 6.715 ps
- FMAX: 393.1 MHz
- Cell family with most CP delay: buffers and inverters
- Flop-to-flop setup slack: 5210 ps
- Setup WS post-layout: 4556 ps
- Reg2Reg Launch Point: counter_value[0]
- First-pass GRT wire length: 5333 microns
- Core Area: 4474 sq um
- RR Endpoint: divided_clk
- Combinational share of power: 1.6%
- Final cell count without fillers: 273
- Cell taking the most area after synthesis: dfxtp_1
- Layout cells sized above 1: 8.597%
- Most frequent cell after synthesis: dfxtp_1
- Hold Path Depth: 1
- Yosys stat area: 1921 sq um
- Critical path cell sequence: clkdlybuf4s50_1
- Final period utilization: 35.83%
- Final min period: 2544 ps
[power by group through the flow]
stage                 combinational, mW  sequential [mW]  clock, mW
after CTS                       0.00544            0.186      0.142
after global routing            0.00602            0.186      0.151
final                           0.00533            0.186      0.138
[cell type report]
type,count,area (sq um)
Clock buffer,5,68.82
Multi-Input combinational cell,146,1070
Sequential cell,39,770.7
Tap cell,52,65.06
Clock inverter,3,17.52
Timing Repair Buffer,18,180.2
Fill cell,418,2265
Inverter,10,37.54
[cells by family after synthesis]
group	count (synthesis)	synth area share, %
and+or+nand+nor	82	25.86
DFF	35	37.00
xor gates and xnor gates	29	13.22
buffers and inverters	20	5.342
adders and majority gates	10	6.515
muxes	10	6.124
AOI/OAI and AO/OA	8	2.606
latches	4	3.127
other	1	0.1953
[worst max-delay path by stage]
| stage | slack (ps) | to | start |
|---|---|---|---|
| after CTS | 4540 | divided_clk | divided_clk |
| after global routing | 4500 | divided_clk | divided_clk |
| final | 4560 | divided_clk | divided_clk |
[stage by stage]
| step | power (mW) | utilization [%] |
|---|---|---|
| after floorplan | 0.1941 | - |
| after global placement | 0.1957 | 47.46 |
| after detailed placement | 0.1957 | 47.46 |
| after CTS | 0.3336 | 49.38 |
| after global routing | 0.3425 | 49.38 |
| final | 0.3290 | 49.38 |
[flip-flops by register name (all words and copies together), names as in the netlist]
name and cells:
counter_value 32, singledigit 4, refreshcounter 2, divided_clk 1
[cell usage in the layout (no fill, tap or decap), types with 2 or more instances in the layout]
master           count
nor4_1               6
clkbuf_8             5
clkdlybuf4s50_1     18
nor4_4               2
nor2b_1              2
and4_1               2
nand3_1             13
mux2_2               4
and2_1               2
dfxtp_1             34
nor2_1              16
mux2i_1              5
xor2_1               6
dlxtn_1              4
xnor2_1             23
inv_1               10
and3_1               6
nand2_1              9
ha_1                10
conb_1               7
a21oi_1              3
o21ai_0              2
nand4_1             11
clkinv_2             2
or3_1                3
nor3_1               2
[metal layers]
metal	global-route usage [%]	vias up
li1	-	721
met1	20.28	626
met2	20.32	26
met3	2.568	6
met4	2.889	0
met5	0	-
Power is estimated from default activity; no workload was simulated.

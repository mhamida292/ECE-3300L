==> flow/design.v <==
`timescale 1ns / 1ps
module segdisplaydriver( 
    input [31:0] inDigit, 
    output reg [6:0] Cnode,
    output dp,
    output reg [7:0] AN,
    input nexysCLK,  
    output reg divided_clk = 0  
    );
    reg [3:0] singledigit = 0; 
    reg [3:0] refreshcounter = 0;
    localparam div_value = 25000;
    integer counter_value = 0;
    always @(posedge nexysCLK) 
    begin
        if (counter_value == div_value)   
            counter_value <= 0;  
        else
            counter_value <= counter_value + 1;
    end
    always @(posedge nexysCLK)
    begin
        if (counter_value == div_value)
            divided_clk <= ~divided_clk;  
        else
            divided_clk <= divided_clk;  
    end
    always @(posedge divided_clk)
    begin
        refreshcounter <= refreshcounter + 1;
    end
    always @(refreshcounter)
        begin 
            case(refreshcounter)
                4'b0000: singledigit = inDigit[3:0];     
                4'b0001: singledigit = inDigit[7:4];     
                4'b0010: singledigit = inDigit[11:8];     
                4'b0011: singledigit = inDigit[15:12];     
                4'b0101: singledigit = inDigit[19:16];     
                4'b0110: singledigit = inDigit[23:20];     
                4'b0111: singledigit = inDigit[27:24];     
                4'b1000: singledigit = inDigit[31:28];     
            endcase
        end
    always @(refreshcounter)
    begin
        case(refreshcounter)
            4'b0000: AN = 8'b11111110;      
            4'b0001: AN = 8'b11111101;      
            4'b0010: AN = 8'b11111011;      
            4'b0011: AN = 8'b11110111;      
            4'b0100: AN = 8'b11101111;      
            4'b0101: AN = 8'b11011111;      
            4'b0110: AN = 8'b10111111;      
            4'b0111: AN = 8'b01111111;      
            default: AN = 8'bZZZZZZZZ; 
        endcase 
    end
    assign dp = 1'b1;
    always@(singledigit)
        begin
            case (singledigit)
                4'd0: Cnode<= 7'b0000001;  
                4'd1: Cnode<= 7'b1001111;  
                4'd2: Cnode<= 7'b0010010;  
                4'd3: Cnode<= 7'b0000110;  
                4'd4: Cnode<= 7'b1001100;  
                4'd5: Cnode<= 7'b0100100;  
                4'd6: Cnode<= 7'b0100000;  
                4'd7: Cnode<= 7'b0001111;  
                4'd8: Cnode<= 7'b0000000;  
                4'd9: Cnode<= 7'b0000100;  
                4'd10:Cnode<= 7'b0001000;  
                4'd11:Cnode<= 7'b1100000;  
                4'd12:Cnode<= 7'b0110001;  
                4'd13:Cnode<= 7'b1000010;  
                4'd14:Cnode<= 7'b0110000;  
                4'd15:Cnode<= 7'b0111000;  
                default: Cnode = 7'b0000000;  
            endcase
        end
endmodule
==> flow/run.sh <==
#!/bin/bash
# OpenROAD 26Q1-2900-gdf79404cd8, Yosys 0.63+post, stock flow scripts
make -C /OpenROAD-flow-scripts/flow DESIGN_CONFIG=/design/flow/config.mk WORK_HOME=/design/flow/orfs finish
==> flow/config.mk <==
export PLATFORM = sky130hd
export DESIGN_NAME = segdisplaydriver
export DESIGN_NICKNAME = segdisplaydriver
export VERILOG_FILES = /design/flow/design.v
export SDC_FILE = /design/flow/constraint.sdc
export NUM_CORES = 4
export LEC_CHECK = 1
export CORE_AREA = 10 10 113 113
export DIE_AREA = 0 0 123 123
==> flow/constraint.sdc <==
current_design segdisplaydriver

set clk_period 5.1
set clk_io_pct 0.2

create_clock -name clk0 -period $clk_period [get_ports {nexysCLK}]

set non_clock_inputs [all_inputs -no_clocks]
set_input_delay [expr $clk_period * $clk_io_pct] -clock clk0 $non_clock_inputs
set_output_delay [expr $clk_period * $clk_io_pct] -clock clk0 [all_outputs]
==> notes.md <==
run metrics: RD Place Congestion 0.8659, Tool Warnings 36, # rows 37, Final TNS setup 0 ns, Net Sw Frac 17.39%, warnings from Yosys 2, CP Max Fanout 6, pin count of the biggest net entering global routing 18, Complex Gates by Area 9.309%, hold slack 0.4669 ns, yosys adder share 7.804%, WHS Path Cells 1, critical path's slowest cell clkdlybuf4s50_1, Peak VDD IR 0.08320 mV, gr ovfl total 0, Setup crit end divided_clk, hpwl dp 4124 microns, Main logic family simple AND/OR/NAND/NOR gates, num ports 50, # setup viols final 0, Chip Width 123 microns, Routed WL 5299 microns, hold_buf cts 0, Crit Path Category reg -> out, worst setup path start divided_clk, pin slew with the least headroom to its limit 0.5972 ns, Yosys Chip Area 2245 sq um, Synth flops 41, Die Ht 123 microns, FF-to-FF End counter_value[31], number of synthesized flops with an enable pin 1, Slew headroom 60.13%, Crit path largest cell delay 0.50 ns, Worst-path clk slew 0.07 ns, Vias 1,861, fraction of final layout cells sized beyond drive strength 1 7.692%, CP top delay family buffers and inverters, drc violations 0, DRT iter0 DRCs 127, Layout area overhead 32.22%, Reg area 810.8 sq um, post-synthesis cell area 2245 sq um, yosys simple share 27.20%, Core Density at Floorplan 21.74%, Antenna Nets Post-Route 0, fmax 451.4 MHz, core area 10,320 sq um, Hold WC Path Type reg -> reg, sequential share of power 48.7%, I/O Buffers 48, die area 15,130 sq um, mean routed wirelength per cell 12.56 microns, CP Cell Sequence clkdlybuf4s50_1, status complete, no violations, Clock Tree Root clkbuf_8, total CTS buffers 5, Ant. Diodes 0, Via density 4.410, # fillers 1,047, Setup Skew 0.005120 ns, first-pass GRT wire length 8618 microns, Post-Synth XOR/XNOR Area 12.49%, register pins left without a clock 8, max-cap violations 0, post-cts resize count 0, final tally of max-slew violations 0, Cell variety after synth 45, RSZ-0062 raised after global routing false, vias in the first global route 1,767, crit path launch type flip-flop, Clock Power Share 46.6%, Synth mux share 3.289%, crit path time final 2.215 ns, Cell Pwr Density 179.2 nW/um^2, reg2reg path depth 4, Post-CTS Setup Bufs 0, Main synth FF type dfxtp_1, GR Util All Layers 6.767%, WP data arrival 1.20 ns, syn avg cell area 9.353 sq um, post-layout period usage 43.44%, CTS tree done, Worst Setup End Kind output port, Leakage 1.022 nW, number of unconstrained endpoints 23, RR Startpoint counter_value[2], critical path depth 1, internal power 0.0004394 W, clock buffer depth 2, initial antenna violation count 0, final hold vios 0, drt first pass iters 5, R2R Setup Slk 3.35 ns, Comb gate area 1353 sq um, required time worst endpoint 4.08 ns, Async S/R FF share, synth 0%, depth of the CTS H-tree 2, NetSw 0.00009249 W, cell count after synthesis 240, Comb power frac 4.8%, clock latency (worst-skew pair) 0.28 ns, Crit path buffers/inverters 1, Yosys Instances 240
[Yosys cell counts, types with 3 or more instances]
cell	n	area [sq um]
and3_1	3	18.77
a22oi_1	3	22.52
a222oi_1	6	60.06
dlxtn_1	4	60.06
a22o_1	4	35.03
ha_1	14	175.2
a31oi_1	3	18.77
nand2b_1	6	37.54
nand4_1	8	50.05
xor2_1	6	52.55
xnor2_1	26	227.7
nand3_1	17	85.08
nor2_1	19	71.32
nor4_2	3	37.54
dfxtp_1	36	720.7
nand2_1	17	63.81
clkbuf_1	7	26.28
nor3_1	6	30.03
inv_1	10	37.54
nor4_1	5	31.28
mux2i_1	4	40.04
[registers in the layout, indices dropped and copies added, names as in the netlist]
signal and count:
refreshcounter 4, divided_clk 1, singledigit 4, counter_value 32
[metal layers]
layer  vias up  wire length [microns]  global-route usage [%]
li1        950                      -                       -
met1       834                   2689                   9.965
met2        71                   1999                   9.705
met3         6                    558                   2.266
met4         0                     52                  0.8734
met5         -                      0                       0
[worst min path at each step]
stage	start	slack, ns	end
final	counter_value[31]	0.47	counter_value[31]
after global routing	counter_value[31]	0.50	counter_value[31]
after CTS	counter_value[31]	0.47	counter_value[31]
[layout make-up]
class / instances / area share [%]
Multi-Input combinational cell: 179 / 45.57
Sequential cell: 41 / 27.32
Timing Repair Buffer: 48 / 16.19
Tap cell: 136 / 5.734
Clock buffer: 7 / 2.909
Inverter: 10 / 1.265
Clock inverter: 1 / 1.012
[power groups by stage]
stage	combinational, W	clock (W)	sequential, W
4_1_cts	0.0000255	0.000254	0.000259
5_1_grt	0.0000271	0.000267	0.000258
6_report	0.0000254	0.000248	0.000259
[worst register-to-register path, stage by stage, from the launching register on]
cell     delay (ns)
dfxtp_1        0.42
nand3_2        0.30
nor4_4         0.58
nand4_1        0.19
xnor2_1        0.16
[cells in the final DEF (no fill, tap or decap), drive strengths merged]
| cell | count |
|---|---|
| nor2b | 2 |
| o21ai | 3 |
| mux2i | 4 |
| dfxtp | 36 |
| and4 | 1 |
| a32o | 1 |
| and3 | 3 |
| xnor2 | 26 |
| nor4b | 1 |
| mux2 | 1 |
| ha | 14 |
| a211oi | 2 |
| a222oi | 6 |
| nand2 | 17 |
| o21a | 2 |
| dlxtn | 4 |
| edfxtp | 1 |
| a22oi | 3 |
| or3b | 1 |
| conb | 1 |
| xor2 | 6 |
| nor4 | 10 |
| a21oi | 1 |
| o22ai | 2 |
| nand4 | 11 |
| nand4b | 1 |
| clkbuf | 7 |
| bufinv | 1 |
| a22o | 4 |
| nor3 | 8 |
| a31oi | 3 |
| nand2b | 6 |
| mux4 | 1 |
| inv | 10 |
| nand3 | 18 |
| nor2 | 20 |
| clkdlybuf4s50 | 48 |
[per-stage QoR]
| stage | power (W) | instances | instance area, sq um | setup slack, ns | util [%] |
|---|---|---|---|---|---|
| after floorplan | 0.0002655 | 240 | 2245 | 3.600 | - |
| after global placement | 0.0002897 | 414 | 2851 | 3.175 | 27.62 |
| after detailed placement | 0.0002899 | 414 | 2851 | 3.167 | 27.62 |
| after CTS | 0.0005387 | 422 | 2968 | 2.850 | 28.75 |
| after global routing | 0.0005531 | 422 | 2968 | 2.792 | 28.75 |
| final | 0.0005318 | 422 | 2968 | 2.885 | 28.75 |
[cell families after synthesis]
| family | count (synthesis) |
|---|---|
| other | 1 |
| AOI/OAI and AO/OA | 27 |
| buffers and inverters | 20 |
| and+or+nand+nor | 99 |
| adders and majority gates | 14 |
| xor gates and xnor gates | 32 |
| muxes | 6 |
| latches | 4 |
| DFF | 37 |
Power figures rest on the tool's default switching activity, not on a simulated workload.
